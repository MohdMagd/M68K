==> ./design.v <==
     `timescale 1ns / 10ps
     // synopsys translate_off
     // synopsys translate_on
     module fifo4(clk, rst, clr,  din, we, dout, re, full, empty);
     parameter dw = 8;
     input           clk, rst;
     input           clr;
     input   [dw:1]  din;
     input           we;
     output  [dw:1]  dout;
     input           re;
     output          full, empty;
     reg     [dw:1]  mem[0:7];		 
     reg     [2:0]   wp;				 
     reg     [2:0]   rp;				 
     wire    [2:0]   wp_p1;			 
	  wire    [2:0]   rp_p1;
     wire            full, empty;	 
     reg             gb;
     always @(posedge clk or negedge rst)
             if(!rst)        wp <= #1 3'h0;		 
             else
             if(clr)         wp <= #1 3'h0;
             else
             if(we)          wp <= #1 wp_p1;		 
     assign wp_p1 = wp + 3'h1;						 
     always @(posedge clk or negedge rst)
             if(!rst)        rp <= #1 3'h0;		 
             else
             if(clr)         rp <= #1 3'h0;		 
             else
             if(re)          rp <= #1 rp_p1;		 
     assign rp_p1 = rp + 3'h1;						 
     assign  dout = mem[ rp ];						 
     always @(posedge clk)
             if(we)  mem[ wp ] <= #1 din;			 
     assign empty = (wp == rp) & !gb;				 
     assign full  = (wp == rp) &  gb;				 
     always @(posedge clk)
             if(!rst)                        gb <= #1 1'b0;		 
             else
             if(clr)                         gb <= #1 1'b0;		 
             else
             if((wp_p1 == rp) & we)          gb <= #1 1'b1;		 
             else
             if(re)                          gb <= #1 1'b0;		 
     endmodule
     // synopsys translate_off
     // synopsys translate_on
     module simple_spi_top( 
        prdata_o, pirq_o, sck_o, mosi_o, ssn_o, 
        pclk_i, prst_i, psel_i, penable_i, paddr_i, pwrite_i, pwdata_i, 
        miso_i
        );
        input         pclk_i;          
        input         prst_i;          
        input         psel_i;          
        input         penable_i;       
        input [2:0]   paddr_i;         
        input         pwrite_i;        
        input [7:0]   pwdata_i;        
        output [7:0]  prdata_o;        
        reg [7:0]     prdata_o;
        output        pirq_o;          
        reg           pirq_o;
        output        sck_o;           
        reg           sck_o;
        output        mosi_o;          
        input         miso_i;          
        output [7:0]  ssn_o;   
        reg [7:0] spcr;       		 
        wire [7:0] spsr;       		 
        reg [7:0]  sper;       		 
        reg [7:0]  treg; 				 
        reg [7:0]  spssr;            
        wire [7:0] rfdout;
        reg        wfre, rfwe;
        wire       rfre, rffull, rfempty;
        wire [7:0] wfdout;
        wire       wfwe, wffull, wfempty;
        wire       tirq;      
        wire       wfov;      
        reg [1:0]  state;     
        reg [2:0]  bcnt;
        wire       apb_acc = psel_i & penable_i;
        wire       apb_wr = psel_i & penable_i & pwrite_i;
        reg        ack;
        assign     ssn_o = spssr;
        always @(posedge pclk_i or negedge prst_i)
          if (~prst_i)
            begin
               spcr <= #1 8'h10;   
               sper <= #1 8'h00;
               spssr <= #1 8'hFF;
            end
          else
            if (apb_wr) begin
               if (paddr_i == 3'b000)
                 spcr <= #1 pwdata_i | 8'h10;  
               else if (paddr_i == 3'b011)
                 sper <= #1 pwdata_i;
               else if (paddr_i == 3'b100)
                 spssr <= #1 pwdata_i;
            end
        assign wfwe = apb_acc & (paddr_i == 3'b010) & pwrite_i;	 
        assign wfov = wfwe & wffull;		 
        always @(posedge pclk_i)
          case(paddr_i) // synopsys full_case parallel_case
            3'b000: prdata_o <= #1 spcr;
            3'b001: prdata_o <= #1 spsr;
            3'b010: prdata_o <= #1 rfdout;
            3'b011: prdata_o <= #1 sper;
            3'b100: prdata_o <= #1 spssr;
            default: prdata_o <= #1 8'bX;
          endcase
        assign rfre = apb_acc & (paddr_i == 3'b010) & ~pwrite_i;		 
        always @(posedge pclk_i or negedge prst_i)
          if (~prst_i)
            ack <= #1 1'b0;
          else
            ack <= #1 apb_acc & ~ack;
        wire   spie = spcr[7];    
        wire   spe  = spcr[6];    
        wire   dwom = spcr[5];    
        wire   mstr = spcr[4];    
        wire   cpol = spcr[3];    
        wire   cpha = spcr[2];    
        wire [1:0] spr  = spcr[1:0];  
        wire [1:0] icnt = sper[7:6];  
        wire [1:0] spre = sper[1:0];  
        wire [3:0] espr = {spre, spr};
        wire       wr_spsr = apb_wr & (paddr_i == 3'b001);
        reg        spif;
        always @(posedge pclk_i)
          if (~spe)
            spif <= #1 1'b0;
          else
            spif <= #1 (tirq | spif) & ~(wr_spsr & pwdata_i[7]);
        reg        wcol;
        always @(posedge pclk_i)
          if (~spe)
            wcol <= #1 1'b0;
          else
            wcol <= #1 (wfov | wcol) & ~(wr_spsr & pwdata_i[6]);
        assign     spsr[7]   = spif;
        assign     spsr[6]   = wcol;
        assign     spsr[5:4] = 2'b00;
        assign     spsr[3]   = wffull;
        assign     spsr[2]   = wfempty;
        assign     spsr[1]   = rffull;
        assign     spsr[0]   = rfempty;
        always @(posedge pclk_i)
          pirq_o <= #1 spif & spie;
        fifo4 #(8) rfifo
          (		.clk   ( pclk_i   ),
               .rst   ( prst_i   ),
               .clr   ( ~spe    ),
               .din   ( treg    ),
               .we    ( rfwe    ),
               .dout  ( rfdout  ),
               .re    ( rfre    ),
               .full  ( rffull  ),
               .empty ( rfempty )
           );
        fifo4 #(8) wfifo
          (		.clk   ( pclk_i   ),
               .rst   ( prst_i   ),
               .clr   ( ~spe    ),
               .din   ( pwdata_i   ),
               .we    ( wfwe    ),
               .dout  ( wfdout  ),
               .re    ( wfre    ),
               .full  ( wffull  ),
               .empty ( wfempty )
           );
        reg [11:0] clkcnt;
        always @(posedge pclk_i)
          if(spe & (|clkcnt & |state))
            clkcnt <= #1 clkcnt - 10'h1;
          else
            case (espr) // synopsys full_case parallel_case
              4'b0000: clkcnt <= #1 12'h0;    
              4'b0001: clkcnt <= #1 12'h1;    
              4'b0010: clkcnt <= #1 12'h3;    
              4'b0011: clkcnt <= #1 12'hf;    
              4'b0100: clkcnt <= #1 12'h1f;   
              4'b0101: clkcnt <= #1 12'h7;    
              4'b0110: clkcnt <= #1 12'h3f;   
              4'b0111: clkcnt <= #1 12'h7f;   
              4'b1000: clkcnt <= #1 12'hff;   
              4'b1001: clkcnt <= #1 12'h1ff;  
              4'b1010: clkcnt <= #1 12'h3ff;  
              4'b1011: clkcnt <= #1 12'h7ff;  
            endcase
        wire       ena = ~|clkcnt;
        always @(posedge pclk_i)
          if (~spe)
            begin
               state <= #1 2'b00;  
               bcnt  <= #1 3'h0;
               treg  <= #1 8'h00;
               wfre  <= #1 1'b0;
               rfwe  <= #1 1'b0;
               sck_o <= #1 1'b0;
            end
          else
            begin
               wfre <= #1 1'b0;
               rfwe <= #1 1'b0;
               case (state) //synopsys full_case parallel_case
                 2'b00:  
                   begin
                      bcnt  <= #1 3'h7;    
                      treg  <= #1 wfdout;  
                      sck_o <= #1 cpol;    
                      if (~wfempty) begin
                         wfre  <= #1 1'b1;
                         state <= #1 2'b01;
                         if (cpha) sck_o <= #1 ~sck_o;
                      end
                   end
                 2'b01:  
                   if (ena) begin
                      sck_o   <= #1 ~sck_o;
                      state   <= #1 2'b11;
                   end
                 2'b11:  
                   if (ena) begin
                      treg <= #1 {treg[6:0], miso_i};
                      bcnt <= #1 bcnt -3'h1;
                      if (~|bcnt) begin
                         state <= #1 2'b00;
                         sck_o <= #1 cpol;
                         rfwe  <= #1 1'b1;
                      end else begin
                         state <= #1 2'b01;
                         sck_o <= #1 ~sck_o;
                      end
                   end
                 2'b10: state <= #1 2'b00;
               endcase
            end
        assign mosi_o = treg[7];
        reg [1:0] tcnt;  
        always @(posedge pclk_i)
          if (~spe)
            tcnt <= #1 icnt;
          else if (rfwe)  
            if (|tcnt)
              tcnt <= #1 tcnt - 2'h1;
            else
              tcnt <= #1 icnt;
        assign    tirq = ~|tcnt & rfwe;
     endmodule
==> ./run.sh <==
#!/bin/bash
# OpenROAD 26Q1-2900-gdf79404cd8, Yosys 0.63+post, stock flow scripts
make -C /OpenROAD-flow-scripts/flow DESIGN_CONFIG=/design/flow/config.mk WORK_HOME=/design/flow/orfs finish
==> ./config.mk <==
export PLATFORM = sky130hd
export DESIGN_NAME = simple_spi_top
export DESIGN_NICKNAME = simple_spi_top
export VERILOG_FILES = /design/flow/design.v
export SDC_FILE = /design/flow/constraint.sdc
export NUM_CORES = 4
export LEC_CHECK = 1
export CORE_UTILIZATION = 40
==> ./constraint.sdc <==
current_design simple_spi_top

set clk_period 6.6
set clk_io_pct 0.2

create_clock -name clk0 -period $clk_period [get_ports {pclk_i}]

set non_clock_inputs [all_inputs -no_clocks]
set_input_delay [expr $clk_period * $clk_io_pct] -clock clk0 $non_clock_inputs
set_output_delay [expr $clk_period * $clk_io_pct] -clock clk0 [all_outputs]
==> run notes <==
* **result of the run** complete, no violations
* **Syn. warnings** 5
* **final setup vio count** 0
* **number of diodes** 0
* **Unique masters post-synth** 71
* **Clk Latency, worst-skew pair** 0.52 ns
* **wire length of the first global-routing pass** 30.9 mm
* **number of port buffers** 35
* **Registers, synthesis** 206
* **number of cell rows** 54
* **die boundary height** 153 um
* **cell taking the most area after synthesis** sky130_fd_sc_hd__edfxtp_1
* **Required @ worst endpoint** 6.74 ns
* **Die Width** 153 um
* **detailed-route vias per instance** 5.56
* **initial antenna violation count** 0
* **Worst Path Max Fanout** 22
* **capturing element type of the critical path** flop
* **Core Area** 22,100 um^2
* **Post-Route Setup TNS** 0 ns
* **global router's overall resource usage** 18.5%
* **OpenROAD warning count** 32
* **final number of hold-violating endpoints** 0
* **relative contribution of sequential cells to total power** 50.1%
* **fp util** 41.4%
* **Resize count post-CTS** 0
* **starting DRC count in detailed routing** 431
* **kind of start point of the critical path** primary input
* **fmax** 298 MHz
* **crit path max-delay cell type** sky130_fd_sc_hd__clkdlybuf4s50_1
* **# Max-Cap Violations** 0
* **# clock sinks** 206
* **Die Area** 23,500 um^2
* **power density of the placed cells** 300 nW/um^2
* **mean area per synthesized cell** 14.8 um^2
* **RSZ-0062 raised after global routing** no
* **yosys cell count** 618
* **top cells, area** sky130_fd_sc_hd__edfxtp_1, sky130_fd_sc_hd__mux4_2, sky130_fd_sc_hd__dfrtp_1, sky130_fd_sc_hd__dfxtp_1, sky130_fd_sc_hd__mux2_2
* **total iterations of the first detailed-routing run** 5
* **stage delay of the slowest cell on the critical path** 0.79 ns
* **cell area after technology mapping** 9150 um^2
* **class of the most critical setup path** in2reg
* **share of power burned in combinational logic** 10.5%
* **master cell of the clock root buffer** sky130_fd_sc_hd__clkbuf_16
* **primary flip-flop cell chosen by synthesis mapping** sky130_fd_sc_hd__edfxtp_1
* **switching part of the total** 24.1%
* **number of post-CTS setup repair buffers** 0
* **cell count after synthesis** 618
* **layout cells sized above 1** 22.1%
* **fraction of post-synthesis cell area in the top cell type by area** 46.6%
* **post-route DRC violation count** 0
* **final period utilization** 50.9%
* **wire length per cell after detailed routing** 20.7 um
* **overflow left after global routing** 0
* **most frequent logic cells in the routed design** sky130_fd_sc_hd__edfxtp_1, sky130_fd_sc_hd__clkdlybuf4s50_1, sky130_fd_sc_hd__mux4_2
* **DP HPWL** 13.0 mm
* **final weighted congestion in routability-driven placement** 0.875
* **post-detailed-route count of antenna-violating nets** 0
* **max-slew violation count** 0
* **largest net degree at the start of global routing** 41
* **chip area line of the yosys report** 9150 um^2
* **most common logic cell in the routed design** sky130_fd_sc_hd__edfxtp_1
* **Clock Pin Slew Worst Setup and Hold Paths** 0.06 ns
* **total wire length after detailed routing** 19.7 mm
* **Power, Total** 0.00316 W
* **CTS Hold Buffers Added** 0
* **worst setup skew after layout** 0.0251 ns
* **Clock H-tree levels** 1
* **leakage power total** 3.66 nW
* **Internal** 0.00240 W
* **IO Count** 36
* **Min-Delay Path Class** reg2reg
* **critical path data arrival time** 3.51 ns
* **CTS tree** done
* **Seq share, synth** 62.7%
* **worst ir drop on vdd** 0.000211 V
* **maximum clock path buffer count** 3
* **transition time of the tightest slew-check pin** 0.823 ns
* **clock buffers created by TritonCTS** 22
* **switching power** 0.000762 W
* **min cycle time layout** 3.36 ns
* **total number of vias** 5,307
* **critical-path cell list** clkdlybuf4s50_1 > nor3b_2 > nand3_1 > nor2_1
* **Synth async-reset ratio** 17.0%
* **number of synthesized flops with an enable pin** 142
* **via count of the first global-routing pass** 5,443
* **growth of design area from synthesis to finish** 15.3%
* **power share of the clock group** 39.3%
* **worst slew slack as a fraction of its limit** 45.1%
* **fillcell total** 1,823
## area by class of cell
class,instances,area (um^2),area share (%)
clock inverters,14,161,1.53
well taps,280,350,3.32
multi-input cells,358,3180,30.1
repair buffers,54,488,4.63
clock buffers,26,576,5.46
inverters,16,60.1,0.570
flip-flops and latches,206,5730,54.3
## cells by family (layout without fill, tap and decap cells)
| group | count (synthesis) | in the layout | share of synthesized area (%) |
|---|---|---|---|
| flops | 206 | 206 | 62.7 |
| simple gates | 142 | 142 | 8.73 |
| compound gates | 93 | 93 | 7.78 |
| mux | 82 | 82 | 13.7 |
| buf+inv | 54 | 110 | 2.60 |
| xor+xnor | 26 | 26 | 2.49 |
| fa+ha+maj | 15 | 15 | 2.05 |
## metrics by stage
stage	cell area (um^2)	utilization (%)	cells	setup WS [ns]	hold slack, ns
final	10500	47.7	954	3.24	0.489
after global routing	10500	47.7	954	2.99	0.515
after CTS	10500	47.7	954	3.21	0.488
after detailed placement	9810	44.4	914	2.69	0.477
after global placement	9810	44.4	914	2.93	0.483
after floorplan	9150	-	618	3.38	0.447
## worst max-delay path: cells and delay by family
kind          cells  cell delay, ns
buf+inv           1            0.79
simple gates      3            1.39
## registers in the layout, indices dropped and copies added, names as in the netlist, 7 cells and up
name and count:
clkcnt 12, spcr 7, treg 8, prdata_o 8, rfifo.mem 64, spssr 8, wfifo.mem 64, sper 8
## final timing paths
kind / start / to / slack, ns / cells after the start
worst min register to register: rfifo.gb / rfifo.gb / 0.49 / 2
max in group asynchronous: prst_i / rfifo.rp[2] / 5.38 / 2
min in group asynchronous: prst_i / spcr[1] / 0.86 / 2
worst max register to register: clkcnt[0] / clkcnt[0] / 3.63 / 6
worst max-delay path: paddr_i[2] / wfifo.mem[7][0] / 3.24 / 4
worst min-delay path: rfifo.gb / rfifo.gb / 0.49 / 2
## per-layer routing
layer | vias to the layer above | wire [um] | GRT usage (%) | share of wire, %
met5 | - | 0 | 0 | 0
li1 | 2458 | - | - | -
met3 | 25 | 2280 | 9.42 | 12
met2 | 221 | 8880 | 26.8 | 45
met1 | 2603 | 8170 | 26.6 | 41
met4 | 0 | 378 | 3.32 | 1.9
## cells in the mapped netlist, types with 4 or more instances
cell,instances
sky130_fd_sc_hd__a21oi_1,20
sky130_fd_sc_hd__and2_1,10
sky130_fd_sc_hd__buf_2,13
sky130_fd_sc_hd__clkbuf_1,20
sky130_fd_sc_hd__dfrtp_1,27
sky130_fd_sc_hd__dfstp_2,8
sky130_fd_sc_hd__dfxtp_1,29
sky130_fd_sc_hd__edfxtp_1,142
sky130_fd_sc_hd__ha_1,15
sky130_fd_sc_hd__inv_1,16
sky130_fd_sc_hd__mux2_2,25
sky130_fd_sc_hd__mux2i_1,25
sky130_fd_sc_hd__mux4_2,32
sky130_fd_sc_hd__nand2_1,29
sky130_fd_sc_hd__nand2b_1,13
sky130_fd_sc_hd__nand3_1,6
sky130_fd_sc_hd__nor2_1,29
sky130_fd_sc_hd__nor2b_1,12
sky130_fd_sc_hd__nor3_1,10
sky130_fd_sc_hd__nor4_1,4
sky130_fd_sc_hd__o21a_1,5
sky130_fd_sc_hd__o21ai_0,14
sky130_fd_sc_hd__o221a_2,9
sky130_fd_sc_hd__o22ai_1,6
sky130_fd_sc_hd__xnor2_1,14
sky130_fd_sc_hd__xor2_1,12
## power by group through the flow
stage	clock (W)	combinational (W)	sequential [W]
CTS	0.00127	0.000334	0.00159
global route	0.00132	0.000370	0.00160
finish	0.00124	0.000332	0.00158
Power is estimated from default activity; no workload was simulated.
