File: config.mk
export PLATFORM = sky130hd
export DESIGN_NAME = M68kDramController_Verilog
export DESIGN_NICKNAME = M68kDramController_Verilog
export VERILOG_FILES = /design/flow/design.v
export SDC_FILE = /design/flow/constraint.sdc
export NUM_CORES = 4
export LEC_CHECK = 1
export CORE_UTILIZATION = 40
File: constraint.sdc
current_design M68kDramController_Verilog

set clk_period 5.9
set clk_io_pct 0.2

create_clock -name clk0 -period $clk_period [get_ports {Clock}]

set non_clock_inputs [all_inputs -no_clocks]
set_input_delay [expr $clk_period * $clk_io_pct] -clock clk0 $non_clock_inputs
set_output_delay [expr $clk_period * $clk_io_pct] -clock clk0 [all_outputs]
File: design.v
module M68kDramController_Verilog (
			input Clock,						 
			input Reset_L,     					 
			input unsigned [31:0] Address,		 
			input unsigned [15:0] DataIn,		 
			input UDS_L,						 
			input LDS_L, 						 
			input DramSelect_L,     			 
			input WE_L,  						 
			input AS_L,							 
			output reg unsigned[15:0] DataOut, 	 
			output reg SDram_CKE_H,				 
			output reg SDram_CS_L,				 
			output reg SDram_RAS_L,				 
			output reg SDram_CAS_L,				 
			output reg SDram_WE_L,				 
			output reg unsigned [12:0] SDram_Addr,	 
			output reg unsigned [1:0] SDram_BA,		 
			inout  reg unsigned [15:0] SDram_DQ,	 
			output reg Dtack_L,					 
			output reg ResetOut_L,				 
			output reg [4:0] DramState
		); 	
		reg  	[4:0] Command;					 
		reg	TimerLoad_H ;						 
		reg   TimerDone_H ;						 
		reg 	unsigned	[15:0] Timer;		 
		reg 	unsigned	[15:0] TimerValue;	 
		reg	RefreshTimerLoad_H;					 
		reg   RefreshTimerDone_H ;				 
		reg 	unsigned	[15:0] RefreshTimer;	 
		reg 	unsigned	[15:0] RefreshTimerValue;	 
		reg   unsigned [4:0] CurrentState;		 
		reg   unsigned [4:0] NextState;			 
		reg  	unsigned [1:0] BankAddress;
		reg  	unsigned [12:0] DramAddress;
		reg	DramDataLatch_H;					 
		reg  	unsigned [15:0]SDramWriteData;
		reg  FPGAWritingtoSDram_H;			     
		reg  CPU_Dtack_L;						 
		reg  CPUReset_L;	
		parameter PoweringUp = 5'b00000 ;				 
		parameter DeviceDeselect  = 5'b11111;			 
		parameter NOP = 5'b10111;						 
		parameter BurstStop = 5'b10110;					 
		parameter ReadOnly = 5'b10101; 					 
		parameter ReadAutoPrecharge = 5'b10101; 		 
		parameter WriteOnly = 5'b10100; 				 
		parameter WriteAutoPrecharge = 5'b10100 ;		 
		parameter AutoRefresh = 5'b10001;
		parameter BankActivate = 5'b10011;				 
		parameter PrechargeSelectBank = 5'b10010;		 
		parameter PrechargeAllBanks = 5'b10010;			 
		parameter ModeRegisterSet = 5'b10000;			 
		parameter ExtModeRegisterSet = 5'b10000;		 
		parameter InitialisingState = 5'b00000;					 
		parameter WaitingForPowerUpState = 5'b00001;			 
		parameter IssueFirstNOP = 5'b00010;						 
		parameter IssueSecondNOPInit10AutoRefresh = 5'b00011;	
		parameter Initialize10AutoRefresh = 5'b00100;
		parameter AutoRefreshState = 5'b00101;
		parameter AutoRefreshNOPOne = 5'b00110;
		parameter AutoRefreshNOPTwo = 5'b00111;
		parameter AutoRefreshNOPThree = 5'b01000;
		parameter ModeRegisterState = 5'b01001;
		parameter ModeRegisterThreeNOP = 5'b01010;
		parameter LoadRefreshIntervalTimerState = 5'b01011;
		parameter IdleState = 5'b01100;
		parameter IdleNOP = 5'b01101;
		parameter IdleRefresh = 5'b01110;
		parameter IdleThreeNOP = 5'b01111;
		parameter WriteSDramState = 5'b10000;
		parameter SDramWriteWait = 5'b10001;
		parameter ReadSDramState = 5'b10010;
		parameter WaitForCAS = 5'b10011;
		parameter TerminateCurrentBusCycle = 5'b10100;
	always@(posedge Clock)
		if(TimerLoad_H == 1) 				 
			Timer <= TimerValue ;			 
		else if(Timer != 16'd0) 			 
			Timer <= Timer - 16'd1 ;		 
	always@(Timer) begin
		TimerDone_H <= 0 ;					 
		if(Timer == 16'd0) 					 
			TimerDone_H <= 1 ;				 
	end
	always@(posedge Clock)
		if(RefreshTimerLoad_H == 1) 					 
			RefreshTimer  <= RefreshTimerValue ;		 
		else if(RefreshTimer != 16'd0) 					 
			RefreshTimer <= RefreshTimer - 16'd1 ;		 
	always@(RefreshTimer) begin
		RefreshTimerDone_H <= 0 ;						 
		if(RefreshTimer == 16'd0) 						 
			RefreshTimerDone_H <= 1 ;					 
	end
   always@(posedge Clock, negedge Reset_L)
	begin
		if(Reset_L == 0) 							 
			CurrentState <= InitialisingState ;
		else 	begin								 
			CurrentState <= NextState;		
			SDram_CKE_H <= Command[4];			 
			SDram_CS_L  <= Command[3];			 
			SDram_RAS_L <= Command[2];			 
			SDram_CAS_L <= Command[1];			 
			SDram_WE_L  <= Command[0];			 
			SDram_Addr  <= DramAddress;		 
			SDram_BA   	<= BankAddress;		 
			Dtack_L 		<= CPU_Dtack_L ;			 
			ResetOut_L 	<= CPUReset_L ;			 
			if(FPGAWritingtoSDram_H == 1) 			 
				SDram_DQ	<= SDramWriteData ;
			else
				SDram_DQ	<= 16'bZZZZZZZZZZZZZZZZ;			 
			DramState <= CurrentState ;					 
		end
	end	
	always@(negedge Clock)
	begin
		if(DramDataLatch_H == 1)      			 
			DataOut <= SDram_DQ ;					 
	end
	always@(*)
	begin
		Command 	<= NOP ;										 
		NextState <= InitialisingState ;					 
		TimerValue <= 16'b0000000000000000;				 
		RefreshTimerValue <= 16'b0000000000000000 ;	 
		TimerLoad_H <= 0;										 
		RefreshTimerLoad_H <= 0 ;							 
		DramAddress <= 13'b0000000000000 ;				 
		BankAddress <= 2'b00 ;								 
		DramDataLatch_H <= 0;								 
		CPU_Dtack_L <= 1 ;									 
		SDramWriteData <= 16'b0000000000000000 ;		 
		FPGAWritingtoSDram_H <= 0 ;						 
		if(CurrentState == InitialisingState) begin
			TimerValue <= 16'b0001001110001000;			 
			TimerLoad_H <= 1;									 
			CPUReset_L <= 0;
			Command <= PoweringUp ;	
			NextState <= WaitingForPowerUpState ;		 
		end
		else if(CurrentState == WaitingForPowerUpState) begin
			Command <= PoweringUp ;
			CPUReset_L <= 0;	
			if(TimerDone_H == 1) 							 
				NextState <= IssueFirstNOP ;	
			else
				NextState <= WaitingForPowerUpState ;	 
		end
		else if(CurrentState == IssueFirstNOP) begin			 
			Command <= NOP ;											 
			NextState <= IssueSecondNOPInit10AutoRefresh;
		end		
		else if(CurrentState == IssueSecondNOPInit10AutoRefresh) begin	 			
			Command <= NOP ;									 
			TimerValue <= 16'b0000000000101000;			 
			TimerLoad_H <= 1;									 
			NextState <= AutoRefreshState;	
		end
		else if(CurrentState == AutoRefreshState) begin
				Command <= AutoRefresh;	
				NextState <= AutoRefreshNOPOne;
		end		
		else if(CurrentState == AutoRefreshNOPOne) begin
				Command <= NOP;
				NextState <= AutoRefreshNOPTwo;
		end		
		else if(CurrentState == AutoRefreshNOPTwo) begin
				Command <= NOP;	
				NextState <= AutoRefreshNOPThree;
		end		
		else if(CurrentState == AutoRefreshNOPThree) begin
				Command <= NOP;	
				if(TimerDone_H == 1) 								
				NextState <= ModeRegisterState ;
			else
				NextState <= AutoRefreshState ;
		end		
		else if(CurrentState == ModeRegisterState) begin
			Command <= ModeRegisterSet;
			NextState <= ModeRegisterThreeNOP;
			TimerValue <= 16'b0000000000000011;
			TimerLoad_H <= 1;
		end
		else if(CurrentState == ModeRegisterThreeNOP) begin
			Command <= NOP;
			if (TimerDone_H == 1)
				NextState <= LoadRefreshIntervalTimerState;
			else NextState <= ModeRegisterThreeNOP;
		end
		else if(CurrentState == LoadRefreshIntervalTimerState) begin
			RefreshTimerValue <= 16'b0000000101110111;				 
			RefreshTimerLoad_H <= 1 ;										 
			NextState <= IdleState ;				
		end
		else if(CurrentState == IdleState) begin
			CPUReset_L <= 1;
			Command <= NOP;
			if(RefreshTimerDone_H == 1) begin		
				Command <= PrechargeAllBanks;	
				NextState <= IdleNOP;
			end else if(DramSelect_L == 0 && AS_L == 0) begin
				DramAddress <= Address[23:11];  
				BankAddress <= Address[25:24];
				Command <= BankActivate;
				if(WE_L == 1) NextState <= ReadSDramState;
				else NextState <= WriteSDramState;
			end else NextState <= IdleState;
		end
		else if(CurrentState == WriteSDramState) begin
			CPUReset_L <= 1;
			if (UDS_L == 0 || LDS_L == 0) begin
				DramAddress[9:0] <= Address[10:1]; 
				DramAddress[10] <= 1;
				BankAddress <= Address[25:24];
				Command <= WriteAutoPrecharge;
				CPU_Dtack_L <= 0;
				SDramWriteData <= DataIn;
				FPGAWritingtoSDram_H <= 1;
				NextState <= SDramWriteWait;
			end else NextState <= WriteSDramState;
		end
		else if(CurrentState == SDramWriteWait) begin
			CPUReset_L <= 1;
			CPU_Dtack_L <= 0;
			Command <= NOP;
			SDramWriteData <= DataIn;
			FPGAWritingtoSDram_H <= 1;
			NextState <= TerminateCurrentBusCycle;
		end
		else if (CurrentState == ReadSDramState) begin 
			CPUReset_L <= 1;
			DramAddress[9:0] <= Address[10:1];
			DramAddress[10] <= 1;
			BankAddress <= Address[25:24];
			Command <= ReadAutoPrecharge;
			TimerLoad_H <= 1;
			TimerValue <= 16'b0000000000000010;
			NextState <= WaitForCAS;
		end
		else if (CurrentState == WaitForCAS) begin
			CPUReset_L <= 1;
			CPU_Dtack_L <= 0;
			Command <= NOP;
			if(TimerDone_H == 1) begin
				DramDataLatch_H <= 1;								
				NextState <= TerminateCurrentBusCycle;
			end else NextState <= WaitForCAS;
		end
		else if(CurrentState == IdleNOP) begin
			Command <= NOP;
			NextState <= IdleRefresh;
		end
		else if(CurrentState == IdleRefresh) begin
			Command <= AutoRefresh;
			NextState <= IdleThreeNOP;
			TimerValue <= 16'b0000000000000011;
			TimerLoad_H <= 1;
		end
		else if(CurrentState == IdleThreeNOP) begin
			Command <= NOP;
			if (TimerDone_H == 1)
				NextState <= LoadRefreshIntervalTimerState;
			else NextState <= IdleThreeNOP;
		end
		else if(CurrentState == TerminateCurrentBusCycle) begin
			CPUReset_L <= 1;
			Command <= NOP;
			if (UDS_L == 0 || LDS_L == 0) begin
				CPU_Dtack_L <= 0;
				NextState <= TerminateCurrentBusCycle;
			end else NextState <= IdleState;
		end
		else begin
			CPUReset_L <= 1;
			Command <= NOP;
			NextState <= IdleState;
		end	
	end
endmodule
File: run.sh
#!/bin/bash
# OpenROAD 26Q1-2900-gdf79404cd8, Yosys 0.63+post, stock flow scripts
make -C /OpenROAD-flow-scripts/flow DESIGN_CONFIG=/design/flow/config.mk WORK_HOME=/design/flow/orfs finish
==> flow_summary.yaml <==
# physical design summary
outcome:
  outcome: "finished, final reports clean"
sta:
  slew_headroom_pct: 38.68
  unconstrained_endpoints: 2
  final_max_slew_viol_count: 0
  setup_tns_ps: 0
  hold_violations: 0
  unclocked_regs: 1
  setup_viol: 0
  hold_ws_ps: 592.9
  setup_slack_ps: 576.6
  rsz0062_at_grt: "no"
  final.setup_skew_ps: 69.69
  worst_pin_slew_ps: 912.9
min_path:
  hp-class: "reg2reg"
cts:
  clk_latency_ps: 410
  htree_levels: 3
  cts-buffers-inserted: 9
  cts_tree: "built"
  clkTransAtPathRegs_ps: 70
  cts_hold_buf: 0
  cts-root-buf: "clkbuf_16"
  cts_setup_buffers: 0
  clockBufferDepth: 2
  cts_resized: 0
place:
  place.gp.congestion: 0.8601
  placed_cells: 599
  portBuffers: 89
  placed_area_mm2: 0.005617
  place_ws_ps: 736.3
  dp_hpwl_mm: 6.423
pwr:
  comb_power_share_pct: 31.6
  p_leak_nw: 2.247
  switchingPower_mw: 0.8550
  switching_share_pct: 34.75
  clock_power_share_pct: 25.1
  power.density_mw_per_mm2: 412.4
  internal_power_mw: 1.606
  pwr-share-seq_pct: 43.3
  ir_worst_vdd_uv: 315.6
  power_mw: 2.460
worst_setup_path:
  crit_slowest_cell: "clkdlybuf4s50_1"
  crit_family: "buffers and inverters"
  endpoint: "DataOut[1]"
  crit_fanout: 1
  cpPeakStageDelay_ps: 480
  worstPathArrival_ps: 4140
  cp.depth: 1
  worstPathRequired_ps: 4720
  worst-setup-path-type: "reg2out"
  reg2reg_to: "DataOut[3]"
  crit_chain: "clkdlybuf4s50_1"
  cp.buffers_inverters: 1
  crit_path_end_kind: "output pin"
  reg2reg_from: "Timer[9]"
  crit_start: "DataOut[1]"
  reg2reg_depth: 4
  start_kind: "flip-flop"
  r2r_setup_slack_ps: 800
logic_synthesis:
  ys_warn_count: 2
  async_reset_ff_share_pct: 5.208
  ys_cells: 382
  synth-seq-cells: 96
  yosysChipArea_mm2: 0.004574
  edf_count: 90
  postSynthCellCount: 382
  syn-cell-area_mm2: 0.004574
  synth_cell_type_count: 57
  syn_area_per_cell_um2: 11.97
  synthFlopType: "edfxtp_1"
floorplanning:
  fp_util_pct: 41.65
  dieWidth_um: 108.9
  chipArea_mm2: 0.01187
  die_y_um: 108.9
  ioPinCount: 114
  core_mm2: 0.01098
  floorplan.rows: 38
job:
  drv_cap: 0
  openroad.warnings: 81
route:
  antenna-diode-count: 0
  drtIter0Drc: 267
  wire_per_inst_um: 14.96
  via_per_inst: 5.144
  routed_wl_mm: 9.427
  dr.pass1.iters: 4
  ant_nets: 0
  drc: 0
  vias: 3241
global_route:
  grt_max_degree: 48
  overflow: 0
  grt.total_usage_pct: 16.95
  met1_usage_pct: 29.93
  grt_most_used_layer: "met1"
  first_global_vias: 2929
  grt_pass1_wl_mm: 14.84
  antenna_found_initial: 0
  use_met3_pct: 4.022
  grt_util_met2_pct: 23.36
layout:
  layout-drive-gt1-share_pct: 7.551
  n_fill_cell: 928
  final_cell_area_mm2: 0.005967
  postLayoutCoreUtil_pct: 54.33
  stdcell_count: 630
  comb_area_mm2: 0.001600
  syn_to_final_growth_pct: 30.44
  seqCellArea_mm2: 0.002843
==> synthesized netlist by cell type (2+ instances only) <==
master	instances	area [um2]
nor3_1	14	70.07
or4_1	4	30.03
o31ai_1	3	22.52
or4_4	2	22.52
o22ai_1	2	12.51
xnor2_1	12	105.1
o21a_1	2	15.01
inv_1	9	33.78
and2_1	18	112.6
nand2_1	31	116.4
o21ai_0	8	40.04
o22a_1	2	17.52
nor4_1	4	25.02
nor3b_1	4	30.03
nand3_1	10	50.05
xor2_1	13	113.9
a21boi_0	2	15.01
nor4_4	3	63.81
o21ai_1	3	15.01
nand3b_1	3	22.52
edfxtp_1	90	2703
nor2_1	44	165.2
a211oi_1	4	30.03
or3_1	8	50.05
clkbuf_1	15	56.30
a21o_1	5	37.54
nand2b_1	5	31.28
a22o_1	10	87.58
dfrtp_1	5	125.1
o32ai_1	2	17.52
ha_1	3	37.54
or3_4	2	22.52
a21oi_1	13	65.06
buf_2	4	20.02
==> cell families (layout without fill, tap and decap cells) <==
family / count (synthesis) / in the layout / share of synthesized area, %
xor+xnor: 25 / 25 / 4.787
fa+ha+maj: 3 / 3 / 0.8207
compound gates: 65 / 65 / 9.902
flops: 95 / 95 / 61.82
latches: 1 / 1 / 0.3281
other cells: 1 / 1 / 0.08198
buf+inv: 32 / 140 / 2.981
simple gates: 160 / 160 / 19.28
==> flip-flops by register name (all words and copies together) (netlist names), 2 cells and up <==
name,flops
SDram_BA,2
Timer,16
SDram_DQ,16
CurrentState,5
SDram_Addr,13
DramState,5
RefreshTimer,16
DataOut,16
==> layer usage <==
metal | vias to the layer above | share of wire [%]
li1 | 1612 | -
met5 | - | 0
met4 | 0 | 1.6
met3 | 13 | 7.6
met1 | 1509 | 46
met2 | 107 | 45
==> layout make-up <==
cell class	count	share of cell area, %
Clock buffer	9	3.774
Sequential cell	96	47.64
Inverter	9	0.5662
Tap cell	140	2.936
Clock inverter	23	2.160
Multi-Input combinational cell	254	26.82
Timing Repair Buffer	99	16.10
==> worst min-delay path by stage <==
stage | startpoint | end | slack [ps] | depth (start not counted)
4_1_cts | RefreshTimer[0] | RefreshTimer[0] | 600 | 1
5_1_grt | RefreshTimer[0] | RefreshTimer[0] | 620 | 1
6_report | RefreshTimer[0] | RefreshTimer[0] | 590 | 1
==> placed cells by master, fill, tap and decap left out, drive strengths merged, types with 11 or more instances in the layout <==
cell           count
nor2              44
edfxtp            90
nand2             31
inv               29
nor3              14
and2              18
xor2              13
buf               11
clkdlybuf4s50     88
o21ai             12
xnor2             12
a21oi             13
==> power groups by stage <==
stage,combinational (mW),sequential (mW),clock [mW]
finish,0.777,1.06,0.618
global route,0.877,1.09,0.668
CTS,0.783,1.06,0.636
Power and IR drop assume default switching activity.
